$ cat flow/config.mk
export PLATFORM = sky130hd
export DESIGN_NAME = iiitb_rv32i
export DESIGN_NICKNAME = iiitb_rv32i
export VERILOG_FILES = /design/flow/design.v
export SDC_FILE = /design/flow/constraint.sdc
export NUM_CORES = 4
export LEC_CHECK = 1
export CORE_UTILIZATION = 30
$ cat flow/constraint.sdc
current_design iiitb_rv32i

set clk_period 4.6
set clk_io_pct 0.2

create_clock -name clk0 -period $clk_period [get_ports {RN}]
create_clock -name clk1 -period $clk_period [get_ports {clk}]

set non_clock_inputs [all_inputs -no_clocks]
set_input_delay [expr $clk_period * $clk_io_pct] -clock clk0 $non_clock_inputs
set_output_delay [expr $clk_period * $clk_io_pct] -clock clk0 [all_outputs]
$ cat flow/design.v
module iiitb_rv32i(clk,RN,NPC,WB_OUT);
input clk;
input RN;
integer k;
wire  EX_MEM_COND ;
reg 
BR_EN;
reg[31:0] 
IF_ID_IR,
IF_ID_NPC;                                
reg[31:0] 
ID_EX_A,
ID_EX_B,
ID_EX_RD,
ID_EX_IMMEDIATE,
ID_EX_IR,ID_EX_NPC;      
reg[31:0] 
EX_MEM_ALUOUT,
EX_MEM_B,EX_MEM_IR;                        
parameter 
ADD=3'd0,
SUB=3'd1,
AND=3'd2,
OR=3'd3,
XOR=3'd4,
SLT=3'd5,
ADDI=3'd0,
SUBI=3'd1,
ANDI=3'd2,
ORI=3'd3,
XORI=3'd4,
LW=3'd0,
SW=3'd1,
BEQ=3'd0,
BNE=3'd1,
SLL=3'd0,
SRL=3'd1;
parameter 
AR_TYPE=7'd0,
M_TYPE=7'd1,
BR_TYPE=7'd2,
SH_TYPE=7'd3;
reg[31:0] 
MEM_WB_IR,
MEM_WB_ALUOUT,
MEM_WB_LDM;                      
output reg [31:0]WB_OUT,NPC;
reg [31:0]REG[0:31];                                               
reg [31:0]MEM[0:31];                                             
reg [31:0]DM[0:31];   
always @(posedge clk or posedge RN) begin
    if(RN) begin
    NPC<= 32'd0;
    BR_EN<= 1'd0; 
    REG[0] <= 32'h00000000;
    REG[1] <= 32'd10;
    REG[2] <= 32'd20;
    REG[3] <= 32'd30;
    REG[4] <= 32'd40;
    REG[5] <= 32'd50;
    REG[6] <= 32'd60;
    end
    else begin
    NPC <= BR_EN ? EX_MEM_ALUOUT : NPC +32'd1;
    BR_EN <= 1'd0;
    IF_ID_IR <=MEM[NPC];
    IF_ID_NPC <=NPC+32'd1;
    end
end
always @(posedge RN) begin
MEM[0] <= 32'h02328400;          
MEM[1] <= 32'h02429380;          
MEM[2] <= 32'h0263a400;          
MEM[3] <= 32'h02743480;          
MEM[4] <= 32'h0284c500;          
MEM[5] <= 32'h02955580;          
MEM[6] <= 32'h00A60600;          
MEM[7] <= 32'h00518181;          
MEM[8] <= 32'h00628681;          
MEM[9] <= 32'h00f10002;          
MEM[10] <= 32'h00720700;         
MEM[11] <= 32'h00830801;         
MEM[12] <= 32'h00941902;         
MEM[13] <= 32'h00A52A03;         
MEM[14] <= 32'h00B63B04;         
MEM[15] <= 32'h00C74C05;         
MEM[16] <= 32'h00D85D06;         
end
always @(posedge clk) begin
ID_EX_A <= REG[IF_ID_IR[19:15]];
ID_EX_B <= REG[IF_ID_IR[24:20]];
ID_EX_RD <= REG[IF_ID_IR[11:7]];
ID_EX_IR <= IF_ID_IR;
ID_EX_IMMEDIATE <= {{20{IF_ID_IR[31]}},IF_ID_IR[31:20]};
ID_EX_NPC<=IF_ID_NPC;
end
always@(posedge clk) begin
EX_MEM_IR <=  ID_EX_IR;
case(ID_EX_IR[6:0])
AR_TYPE:begin
    if(ID_EX_IR[31:25]== 7'd1)begin
    case(ID_EX_IR[14:12])
    ADD:EX_MEM_ALUOUT <= ID_EX_A + ID_EX_B;
    SUB:EX_MEM_ALUOUT <= ID_EX_A - ID_EX_B;
    AND:EX_MEM_ALUOUT <= ID_EX_A & ID_EX_B;
    OR :EX_MEM_ALUOUT <= ID_EX_A | ID_EX_B;
    XOR:EX_MEM_ALUOUT <= ID_EX_A ^ ID_EX_B;
    SLT:EX_MEM_ALUOUT <= (ID_EX_A < ID_EX_B) ? 32'd1 : 32'd0;
    endcase
    end
    else begin
        case(ID_EX_IR[14:12])
        ADDI:EX_MEM_ALUOUT <= ID_EX_A + ID_EX_IMMEDIATE;
        SUBI:EX_MEM_ALUOUT <= ID_EX_A - ID_EX_IMMEDIATE;
        ANDI:EX_MEM_ALUOUT <= ID_EX_A & ID_EX_B;
        ORI:EX_MEM_ALUOUT  <= ID_EX_A | ID_EX_B;
        XORI:EX_MEM_ALUOUT <= ID_EX_A ^ ID_EX_B;
        endcase
    end
end
M_TYPE:begin
    case(ID_EX_IR[14:12])
    LW  :EX_MEM_ALUOUT <= ID_EX_A + ID_EX_IMMEDIATE;
    SW  :EX_MEM_ALUOUT <= ID_EX_IR[24:20] + ID_EX_IR[19:15];
    endcase
end
BR_TYPE:begin
    case(ID_EX_IR[14:12])
    BEQ:begin 
    EX_MEM_ALUOUT <= ID_EX_NPC+ID_EX_IMMEDIATE;
    BR_EN <= (ID_EX_IR[19:15] == ID_EX_IR[11:7]) ? 1'd1 : 1'd0;
    end
    BNE:begin 
    EX_MEM_ALUOUT <= ID_EX_NPC+ID_EX_IMMEDIATE;
    BR_EN <= (ID_EX_IR[19:15] != ID_EX_IR[11:7]) ? 1'd1 : 1'd0;
    end
    endcase
end
endcase
end
endmodule
$ cat flow/run.sh
#!/bin/bash
# OpenROAD 26Q1-2900-gdf79404cd8, Yosys 0.63+post, stock flow scripts
make -C /OpenROAD-flow-scripts/flow DESIGN_CONFIG=/design/flow/config.mk WORK_HOME=/design/flow/orfs finish
==> impl_metrics.csv <==
group,metric,value,unit
finish,syn2layout_area_growth,36.09,%
synthesis,top_cell_area_share,47.62,%
sta,rsz0062_at_grt,"false",
synthesis,yosysCellCount,155,
worst_setup_path,worstSetupPathDepth,1,
clock_network,postCtsResizedCells,0,
sta,worstMarginPinSlew,809.9,ps
finish,flop_area,800.8,um^2
route,routed_wl,3.172,mm
route,ant_nets,0,
floorplan,die_w,76.87,um
worst_setup_path,worst-path-max-fanout,7,
synthesis,ys_ff,32,
power_and_ir_drop,power_density,417.3,nW/um^2
floorplan,io_pins,66,
finish,utilization,43.69,%
power_and_ir_drop,p_leak,1.114,nW
synthesis,top_area_cell,"dfrtp_1",
run_status,status,"completed",
floorplan,die_h,76.87,um
worst_setup_path,critPathMaxStageDelay,500,ps
synthesis,topCellsByArea,"dfrtp_1, buf_4, xnor2_1",
worst_setup_path,critical_path_class,"register to output pin",
sta,finalSetupTns,0,ps
worst_setup_path,cp-end-kind,"output pin",
global_routing,overflow,0,
floorplan,core_area,5238,um^2
route,wl_per_cell,10.57,um
floorplan,die_area,5909,um^2
route,firstDrtPassIters,4,
place,portBuffers,32,
sta,finalHoldViolations,0,
finish,final_common_cell,"inv_1",
place,hpwl,2.053,mm
global_routing,grt_pass1_vias,1409,
route,drcViolationCount,0,
sta,drv_slew,0,
worst_setup_path,path_buffers,1,
floorplan,fp_util,32.11,%
sta,finalSetupViolations,0,
sta,slew_headroom,45.60,%
worst_setup_path,crit_chain,"clkdlybuf4s50_1",
route,top_layer_used,"met4",
clock_network,clk_pin_slew,70,ps
power_and_ir_drop,ir_drop,0.0001659,V
worst_setup_path,crit_family,"buffers and inverters",
finish,top_regs,"NPC: 32 flops",
synthesis,synth_area_per_cell,10.85,um^2
clock_network,postCtsHoldBufs,0,
finish,largest_reg_flops,32,
flow_run,tool_warnings,58,
global_routing,grt_use_total,12.15,%
synthesis,synth_cell_types,21,
finish,drive_above_1_share,8.261,%
finish,lay_top_cells,"inv_1, dfrtp_1, conb_1, clkdlybuf4s50_1, xnor2_1",
sta,finalClockSkew,5.533,ps
global_routing,grt_pass1_wl,5.526,mm
route,num_vias,1245,
route,wl_met2,1.305,mm
worst_setup_path,rr_worst_depth,4,
worst_setup_path,critical_path_required,3680,ps
route,wl_met1,1.509,mm
synthesis,yosys_warnings,1317,
synthesis,ys_seq_share,47.62,%
global_routing,grt_max_degree,17,
finish,fillers,476,
worst_setup_path,slowest_stage,"clkdlybuf4s50_1",
route,drt_iter0_drc,60,
worst_setup_path,cp.arrival,1250,ps
route,antennaDiodeCount,0,
route,dr_wl_met3,283,um
finish,logic_area,729.5,um^2
clock_network,cts_tree,"yes",
place,globalplace.congestion,0.7791,
flow_run,maxCapViolCount,0,
floorplan,num_rows,26,
global_routing,antenna_found_initial,0,
synthesis,synth_area,1682,um^2
finish,regMostFlops,"NPC",
hold_path,whs_path_depth,1,
hold_path,hp-class,"register to register",
synthesis,netlist_instances,155,
synthesis,yosys_area,1682,um^2
clock_network,cts_setup_buffers,0,
route,vias_per_cell,4.150,
worst_setup_path,worstSetupStartpointType,"register",
==> cell type report <==
class / count / share of cell area (%)
Clock buffer: 11 / 6.616
Clock inverter: 37 / 8.529
Inverter: 1 / 0.1640
Multi-Input combinational cell: 117 / 31.88
Sequential cell: 32 / 34.99
Tap cell: 70 / 3.827
Timing Repair Buffer: 32 / 14.00
==> report_power, final <==
group | internal [mW] | switching (mW) | leakage, nW
logic | 0 | 0.000537 | 0.381
clock network | 0.372 | 0.307 | 0.286
registers | 0.276 | 0 | 0.447
==> synth_stat cells (all sizes together) <==
library cell	count
and2	3
and3	8
nand4	13
xnor2	26
clkbuf	1
nor2b	1
and4	4
nand2	6
buf	34
conb	1
nor3	1
nand3	14
nor4	1
inv	2
dfrtp	32
xor2	4
ha	1
nor2	3
==> final timing paths <==
| check | start | end | slack [ps] |
|---|---|---|---|
| max | NPC[16] | NPC[16] | 2430 |
| min | NPC[31] | NPC[31] | 480 |
| max reg2reg | NPC[8] | NPC[23] | 2670 |
| min reg2reg | NPC[31] | NPC[31] | 480 |
| max in group asynchronous | RN | NPC[28] | 2460 |
| max in group clk1 | NPC[8] | NPC[23] | 2670 |
| min in group clk0 | NPC[31] | NPC[31] | 1990 |
| min in group asynchronous | RN | NPC[20] | 2040 |
==> layer usage <==
layer / up-vias / global-route usage (%)
li1: 608 / -
met1: 574 / 14.46
met2: 54 / 14.11
met3: 9 / 9.674
met4: 0 / 9.231
met5: - / 0
==> through the flow <==
stage               cells  setup slack, ps  hold slack [ps]  instance area [um^2]  power, mW
floorplan             186             1609            424.4                  1798     0.3851
global placement      253             1609            478.1                  1946     0.3669
detailed placement    253             1609            482.1                  1946     0.3665
CTS                   300             2400            490.1                  2288     0.9847
global route          300             2363            508.5                  2288      1.053
finish                300             2426            477.5                  2288     0.9549
==> cell families after synthesis <==
logic type / Yosys count / share of synthesized area (%)
and+or+nand+nor: 54 / 19.87
buffers and inverters: 37 / 15.92
DFF: 32 / 47.62
xor gates and xnor gates: 30 / 15.62
adders and majority gates: 1 / 0.7439
other: 1 / 0.2230
No activity file was given, so power comes from the tool's default toggle rates.
